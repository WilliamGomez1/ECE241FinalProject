$ cat /design/flow/design.v
module spinState (CLOCK_50, KEY, HEX5, HEX4, HEX3);
input CLOCK_50;
input [3:0] KEY;
output [6:0] HEX3, HEX4, HEX5;
wire [11:0] PlayerSpin;
wire StopKey = KEY[0];
wire state1, state2, state3, displayOff;
hexadecimalDecoder U0 (PlayerSpin[11:8], HEX5);
hexadecimalDecoder U1 (PlayerSpin[7:4], HEX4);
hexadecimalDecoder U2 (PlayerSpin[3:0], HEX3);
spinFSM A1(StopKey, state1, state2, state3, displayOff);
getNUMBAH E1 (CLOCK_50, StopKey, PlayerSpin, state1, state2, state3, displayOff);
endmodule
module getNUMBAH(CLOCK_50, StopKey, PlayerSpin, state1, state2, state3, displayOff);
input CLOCK_50;
input StopKey;
input state1, state2, state3, displayOff;
output reg [11:0] PlayerSpin;
reg [3:0]Clawk;
initial begin
		PlayerSpin <= 12'b0;
		Clawk <= 4'b0;
	end
wire reset;
assign reset = (Clawk == 4'b0)?1:0;
always @(posedge CLOCK_50)
	begin
		if (reset)
			Clawk <= 4'b1111;
		else
            Clawk <= Clawk - 1'b1;
    end
parameter	
    ZERO = 4'b0000, 
	ONE = 4'b0001, 
    TWO = 4'b0010, 
	THREE = 4'b0011, 
	FOUR = 4'b0100,
	FIVE = 4'b0101, 
	SIX = 4'b0110, 
	SEVEN = 4'b0111, 
	ATE = 4'b1000,
    NINE = 4'b1001,
    A = 4'b1010,
    B = 4'b1011,
    C = 4'b1100,
    D = 4'b1101,
    E = 4'b1110,
    F = 4'b1111;
always @(posedge StopKey)
	begin
        case (Clawk)
			ZERO: if(state1) PlayerSpin[11:8] <= ZERO;
			else if(state2) PlayerSpin[7:4] <= ZERO;
			else if(state3) PlayerSpin[3:0] <= ZERO;
			else if(displayOff) PlayerSpin[11:0] <= 12'b000000000000;
            ONE: if(state1) PlayerSpin[11:8] <= ONE;
			else if(state2) PlayerSpin[7:4] <= ONE;
			else if(state3) PlayerSpin[3:0] <= ONE;
			else if(displayOff) PlayerSpin[11:0] <= 12'b000000000000;
            TWO: if(state1) PlayerSpin[11:8] <= TWO;
			else if(state2) PlayerSpin[7:4] <= TWO;
			else if(state3) PlayerSpin[3:0] <= TWO;
			else if(displayOff) PlayerSpin[11:0] <= 12'b000000000000;
            THREE: if(state1) PlayerSpin[11:8] <= THREE;
			else if(state2) PlayerSpin[7:4] <= THREE;
			else if(state3) PlayerSpin[3:0] <= THREE;
			else if(displayOff) PlayerSpin[11:0] <= 12'b000000000000;
            FOUR: if(state1) PlayerSpin[11:8] <= FOUR;
			else if(state2) PlayerSpin[7:4] <= FOUR;
			else if(state3) PlayerSpin[3:0] <= FOUR;
			else if(displayOff) PlayerSpin[11:0] <= 12'b000000000000;
            FIVE: if(state1) PlayerSpin[11:8] <= FIVE;
			else if(state2) PlayerSpin[7:4] <= FIVE;
			else if(state3) PlayerSpin[3:0] <= FIVE;
			else if(displayOff) PlayerSpin[11:0] <= 12'b000000000000;
            SIX: if(state1) PlayerSpin[11:8] <= SIX;
			else if(state2) PlayerSpin[7:4] <= SIX;
			else if(state3) PlayerSpin[3:0] <= SIX;
			else if(displayOff) PlayerSpin[11:0] <= 12'b000000000000;
            SEVEN: if(state1) PlayerSpin[11:8] <= SEVEN;
			else if(state2) PlayerSpin[7:4] <= SEVEN;
			else if(state3) PlayerSpin[3:0] <= SEVEN;
			else if(displayOff) PlayerSpin[11:0] <= 12'b000000000000;
            ATE: if(state1) PlayerSpin[11:8] <= ATE;
			else if(state2) PlayerSpin[7:4] <= ATE;
			else if(state3) PlayerSpin[3:0] <= ATE;
			else if(displayOff) PlayerSpin[11:0] <= 12'b000000000000;
            NINE: if(state1) PlayerSpin[11:8] <= NINE;
			else if(state2) PlayerSpin[7:4] <= NINE;
			else if(state3) PlayerSpin[3:0] <= NINE;
			else if(displayOff) PlayerSpin[11:0] <= 12'b000000000000;
            A: if(state1) PlayerSpin[11:8] <= A;
			else if(state2) PlayerSpin[7:4] <= A;
			else if(state3) PlayerSpin[3:0] <= A;
			else if(displayOff) PlayerSpin[11:0] <= 12'b000000000000;
            B: if(state1) PlayerSpin[11:8] <= B;
			else if(state2) PlayerSpin[7:4] <= B;
			else if(state3) PlayerSpin[3:0] <= B;
			else if(displayOff) PlayerSpin[11:0] <= 12'b000000000000;
            C: if(state1) PlayerSpin[11:8] <= C;
			else if(state2) PlayerSpin[7:4] <= C;
			else if(state3) PlayerSpin[3:0] <= C;
			else if(displayOff) PlayerSpin[11:0] <= 12'b000000000000;
            D: if(state1) PlayerSpin[11:8] <= D;
			else if(state2) PlayerSpin[7:4] <= D;
			else if(state3) PlayerSpin[3:0] <= D;
			else if(displayOff) PlayerSpin[11:0] <= 12'b000000000000;
            E: if(state1) PlayerSpin[11:8] <= E;
			else if(state2) PlayerSpin[7:4] <= E;
			else if(state3) PlayerSpin[3:0] <= E;
			else if(displayOff) PlayerSpin[11:0] <= 12'b000000000000;
            F: if(state1) PlayerSpin[11:8] <= F;
			else if(state2) PlayerSpin[7:4] <= F;
			else if(state3) PlayerSpin[3:0] <= F;
			else if(displayOff) PlayerSpin[11:0] <= 12'b000000000000;
        default: PlayerSpin[11:0] = 12'b000000000000;
        endcase
    end
endmodule
module spinFSM (StopKey, state1, state2, state3, displayOff);
input StopKey;
output state1, state2, state3, displayOff;
reg [3:0] y_Q, Y_D;  
initial begin
		y_Q <= 4'b0;
	end
parameter [3:0]	None = 4'b0001, Once = 4'b0010, Twice = 4'b0100, Done = 4'b1000;
always@(y_Q)
	begin
		case (y_Q)
			None: Y_D = Once;
			Once: Y_D = Twice;
			Twice: Y_D = Done;
			Done: Y_D = None;  
        default: Y_D = None;
    endcase
end
	always @(negedge StopKey)
		begin
		y_Q<=Y_D;
		end
assign state1 = y_Q[1];
assign state2 = y_Q[2];
assign state3 = y_Q[3];
assign displayOff = y_Q[0];
endmodule
module hexadecimalDecoder(input [3:0] c, output [6:0] hex);
    wire [6:0] h;
    assign h[0] = (~c[2]&~c[0]) | (c[1]&c[2]) | (c[1]&~c[3]) | (c[0]&~c[3]&c[2]) | (~c[1]&~c[0]&c[3]) | (c[3]&~c[2]&~c[1]);
    assign h[1] = (~c[2] & ~c[0]) | (~c[3] & ~c[2]) | (~c[1] & c[0] & c[3]) | (~c[0] & ~c[1] & ~c[3]) | (c[1] & c[0] & ~c[3]);
    assign h[2] = (c[3] & ~c[2]) | (~c[3] & c[2]) | (c[0] & ~c[3]) | (~c[1] & ~c[3]) | (c[0] & ~c[1]);
    assign h[3] = (~c[1] & ~c[0] & c[3]) | (~c[0] & ~c[1] & ~c[2]) | (c[1] & ~c[2] & ~c[3]) | (c[0] & ~c[1] & c[2]) | (~c[0] & c[1] & c[2]) | (c[0] & c[1] & ~c[2]);
    assign h[4] = (~c[0] & ~c[2]) | (c[2] & c[3]) | (~c[0] & c[1]) | (c[1] & c[3]);
    assign h[5] = (~c[0] & ~c[1]) | (~c[2] & c[3]) | (c[1] & c[3]) | (~c[0] & c[1] & c[2]) | (~c[1] & c[2] & ~c[3]);
    assign h[6] = (~c[0] & c[1]) | (c[1] & ~c[2]) | (c[3] & ~c[2]) | (c[0] & c[3]) | (c[2] & ~c[1] & ~c[3]);
    assign hex = ~h;
endmodule
$ cat /design/flow/run.sh
#!/bin/bash
# OpenROAD 26Q1-2900-gdf79404cd8, Yosys 0.63+post, stock flow scripts
make -C /OpenROAD-flow-scripts/flow DESIGN_CONFIG=/design/flow/config.mk WORK_HOME=/design/flow/orfs finish
$ cat /design/flow/config.mk
export PLATFORM = sky130hd
export DESIGN_NAME = spinState
export DESIGN_NICKNAME = spinState
export VERILOG_FILES = /design/flow/design.v
export SDC_FILE = /design/flow/constraint.sdc
export NUM_CORES = 4
export LEC_CHECK = 1
export CORE_AREA = 10 10 105 105
export DIE_AREA = 0 0 115 115
$ cat /design/flow/constraint.sdc
current_design spinState

set clk_period 2.6
set clk_io_pct 0.2

create_clock -name clk0 -period $clk_period [get_ports {CLOCK_50}]
create_clock -name clk1 -period $clk_period [get_ports {KEY}]

set non_clock_inputs [all_inputs -no_clocks]
set_input_delay [expr $clk_period * $clk_io_pct] -clock clk0 $non_clock_inputs
set_output_delay [expr $clk_period * $clk_io_pct] -clock clk0 [all_outputs]
==> CHANGELOG.md <==
### Physical design

- Outcome: completed
- Ys flops: 20
- MI comb area: 917 sq um
- Drt drc: 0
- Data required time at the worst endpoint: 2710 ps
- Gr ovfl total: 0
- Mapped Cells: around 190
- Clk pin slew, worst setup/hold paths: 50 ps
- CTS tree: yes
- Port bufs: 21
- Clock Skew: 64.6 ps
- Mean Syn Cell Area: roughly 8.0 sq um
- Peak supply drop: 0.399 mV
- Hold slack final: 457 ps
- Die Width: between 100 and 150 um
- N_diodes: 0
- Via count: 1452
- FP Util: 0.172
- Delay-heaviest family, CP: AND-OR/OR-AND gates
- Hpwl dp: 2.64 mm
- Cell at the slowest stage of the critical path: dfxtp_1
- Seq. cell area: 483 sq um
- Fillers: around 950
- Pin count of the biggest net entering global routing: 16
- Post-route worst setup slack: 113 ps
- CP Data Arrival Time: 2600 ps
- Wire per inst: 11.1 um
- WL final: 3.69 mm
- Synthesis area per yosys: 0.00151 sq mm
- Worst Setup Start Kind: register
- Final setup vio count: 0
- Top logic cells by instance count in the layout: clkdlybuf4s50_1 (21), buf_4 (20), inv_1 (16), nor2_1 (16), a21oi_1 (14)
- Worst hold path type: register to register
- Crit Path Class: register to register
- YS warnings: 2
- Endpoints failing hold: 0
- DR iter-0 viols: roughly 75
- Chip area: 0.0132 sq mm
- CP Capture Type: register
- Max stage delay on crit path: 370 ps
- Vias per cell: 4.36
- Worst Tran Pin Value: slightly above 500 ps
- Worst-path maximum fanout: 9
- Post-route ant nets: 0
- First drt pass iteration count: 4
- Placer congestion estimate: 0.824
- Post-synth seq share: 0.318
- Cell Rows: 34
- Layout cells sized above 1: 0.169
- Number of global-route vias before repair: 1275
- Initial antenna violation count: 0
- CP Buf/Inv Count: 0
- Yosys cell types: 37
- Max-slew violation count: 0
- Synthesized cell area: around 0.0015 sq mm
- Normalized max-slew margin: 0.651
- Max Cap Viol: 0
- First-pass GRT wire length: 6.21 mm
- IO Pins: 26
- Tool warnings: 58
- # Cells Yosys: 190
- Area growth syn-to-layout: 35.4%
- Leak: slightly below 0.8 nW
- Cell Chain, Critical Path: nand2b_1 > o21ba_2 > a22o_1
- Gr usage total: 0.0559
- Pwr dens: 307 mW/mm^2
- Placement Setup Slack: 193 ps
- Most frequent logic cell in the layout: clkdlybuf4s50_1
- Core Area: 0.00876 sq mm
- Chip height: roughly 120 um
- Clk sinks: 20
-- routing by layer --
layer	GRT usage	vias to the layer above	wire (um)
li1	-	761	-
met1	0.0795	657	1830
met5	0	-	0
met4	0.00413	0	0
met2	0.0833	34	1640
met3	0.0200	0	223
-- state kept, by name, indices dropped and copies added (netlist names) --
register	count
A1.y_Q	4
E1.Clawk	4
E1.PlayerSpin	12
-- worst reg2reg max path: stages, from the launching register on --
cell	delay [ps]
dfxtp_1	370
nand2b_1	190
o21ba_2	240
a22o_1	230
-- through the flow --
step	util	power (mW)	cells	TNS, ps	instance area [sq um]
global route	0.234	0.693	333	-60.3	2050
finish	0.234	0.628	333	0	2050
detailed placement	0.213	0.342	314	0	1870
floorplan	-	0.342	190	0	1510
global placement	0.213	0.342	314	0	1870
CTS	0.226	0.669	326	0	1980
-- logic make-up after synthesis --
group | Yosys count | synth area share
simple gates | 70 | 0.241
buf+inv | 30 | 0.0828
xor+xnor | 1 | 0.00580
fa+ha+maj | 11 | 0.0911
flops | 20 | 0.318
mux | 1 | 0.00662
compound gates | 57 | 0.255
-- report_power, final --
group / leakage [nW] / switching, mW / internal [mW]
logic: 0.528 / 0 / 0
registers: 0.191 / 0 / 0.325
clock network: 0.0660 / 0.0937 / 0.209
total: 0.785 / 0.0937 / 0.535
-- what timing repair did --
item                       4_1_cts  5_1_grt
setup endpoints to repair        2        6
hold endpoints to repair         0        0
gates resized                    1        8
setup buffers                    2        7
hold buffers                     0        0
-- Yosys cell counts --
library cell	instances	area, sq um
nand2b_1	6	37.5
a31oi_1	2	12.5
o21bai_1	1	7.51
o211ai_1	3	22.5
nor4b_1	2	17.5
a22o_1	4	35.0
nand2_1	11	41.3
nand4_1	1	6.26
a211o_1	1	8.76
nor3_1	8	40.0
o31ai_1	3	22.5
or4_1	1	7.51
a21oi_1	14	70.1
inv_1	13	48.8
and2_1	1	6.26
edfxtp_1	8	240
a32o_2	4	45.0
and3_1	2	12.5
clkbuf_1	12	45.0
mux2i_1	1	10.0
a22oi_1	1	7.51
or4_4	1	11.3
nor3b_1	2	15.0
nand3_1	8	40.0
buf_2	4	20.0
nor2_1	16	60.1
or2_2	2	12.5
o21ai_0	13	65.1
buf_6	1	11.3
o22ai_1	2	12.5
nor2b_1	9	56.3
xor2_1	1	8.76
o21ba_2	1	10.0
a211oi_1	3	22.5
a2111oi_0	5	43.8
dfxtp_1	12	240
ha_1	11	138
-- area by class of cell --
| type | instances | share of cell area |
|---|---|---|
| clock inverter | 5 | 0.00917 |
| clock buffer | 6 | 0.0403 |
| tap | 108 | 0.0660 |
| multi-input combinational | 140 | 0.448 |
| sequential | 20 | 0.236 |
| inverter | 12 | 0.0220 |
| timing repair buffer | 42 | 0.178 |
-- path summary, 6_finish.rpt --
check / startpoint / end / slack, ps / cells past startpoint
min: E1.Clawk[0]$_SDFF_PN1_ / E1.Clawk[0]$_SDFF_PN1_ / 460 / 1
min in group clk1: A1.y_Q[0]$_DFF_N_ / A1.y_Q[3]$_DFF_N_ / 560 / 1
max reg2reg: A1.y_Q[3]$_DFF_N_ / E1.PlayerSpin[9]$_DFF_P_ / 110 / 3
min reg2reg: E1.Clawk[0]$_SDFF_PN1_ / E1.Clawk[0]$_SDFF_PN1_ / 460 / 1
max in group clk0: E1.PlayerSpin[7]$_DFFE_PP_ / HEX4[5] / 160 / 4
max: A1.y_Q[3]$_DFF_N_ / E1.PlayerSpin[9]$_DFF_P_ / 110 / 3
Power and IR drop assume default switching activity.
